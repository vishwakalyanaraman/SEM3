==> /design/flow/design.v <==
module pri8to3(w,y,z);
input [7:0]w;
output [2:0]y;
output z;
integer k;
reg [2:0]y;
reg z;
always @ (w)
begin
z=0;
for(k=0;k<8;k=k+1)
if(w[k])
begin
y=k;
z=1;
end
end
endmodule
==> /design/flow/run.sh <==
#!/bin/bash
# OpenROAD 26Q1-2900-gdf79404cd8, Yosys 0.63+post, stock flow scripts
make -C /OpenROAD-flow-scripts/flow DESIGN_CONFIG=/design/flow/config.mk WORK_HOME=/design/flow/orfs finish
==> /design/flow/config.mk <==
export PLATFORM = sky130hd
export DESIGN_NAME = pri8to3
export DESIGN_NICKNAME = pri8to3
export VERILOG_FILES = /design/flow/design.v
export SDC_FILE = /design/flow/constraint.sdc
export NUM_CORES = 4
export LEC_CHECK = 1
export CORE_AREA = 10 10 70 70
export DIE_AREA = 0 0 80 80
==> /design/flow/constraint.sdc <==
current_design pri8to3

set clk_period 1.4
set clk_io_pct 0.2

create_clock -name clk0 -period $clk_period

set non_clock_inputs [all_inputs -no_clocks]
set_input_delay [expr $clk_period * $clk_io_pct] -clock clk0 $non_clock_inputs
set_output_delay [expr $clk_period * $clk_io_pct] -clock clk0 [all_outputs]
==> flow_results.xml <==
<?xml version="1.0" encoding="UTF-8"?>
<metrics>
  <group name="run_status">
    <metric name="status" unit="">completed</metric>
  </group>
  <group name="final_timing">
    <metric name="maxSlewViolCount" unit="">0</metric>
    <metric name="max_freq" unit="MHz">787</metric>
    <metric name="tightestPinTransition" unit="ps">241</metric>
    <metric name="finalWorstSetupSlack" unit="ps">129</metric>
    <metric name="timing.setup.tns" unit="ps">0</metric>
    <metric name="rsz_0062_raised_after_global_routing" unit="">no</metric>
    <metric name="slew_headroom" unit="">0.838</metric>
    <metric name="finalSetupViolations" unit="">0</metric>
    <metric name="fin_crit_sh" unit="">0.908</metric>
    <metric name="number_of_register_pins_that_no_clock_reaches" unit="">3</metric>
    <metric name="finalWorstPathRequiredPeriod" unit="ps">1270</metric>
    <metric name="unconstrained_endpoints" unit="">6</metric>
    <metric name="hold_viol_final" unit="">0</metric>
    <metric name="hold-worst-slack" unit="ps">895</metric>
  </group>
  <group name="detailed_routing">
    <metric name="dr.first_iter.drc_count" unit="">1</metric>
    <metric name="routed_via_density" unit="">2.26</metric>
    <metric name="drt_first_pass_iters" unit="">2</metric>
    <metric name="drt-total-wl" unit="um">534</metric>
    <metric name="avgRoutedWirePerCell" unit="um">6.51</metric>
    <metric name="detail_route.antenna_diodes" unit="">0</metric>
    <metric name="num_vias" unit="">185</metric>
    <metric name="number_of_nets_with_antenna_violations_after_routing" unit="">0</metric>
    <metric name="detail_route.drc_violations" unit="">0</metric>
  </group>
  <group name="synth">
    <metric name="syn_avg_cell_area" unit="um^2">6.84</metric>
    <metric name="unique_cell_type_count_in_the_yosys_netlist" unit="">9</metric>
    <metric name="synth_flop_count" unit="">3</metric>
    <metric name="synth.yosys.chip_area" unit="um^2">116</metric>
    <metric name="postSynthCellCount" unit="">17</metric>
    <metric name="yosys-stat-cells" unit="">17</metric>
    <metric name="yosysWarningCount" unit="">1</metric>
    <metric name="syn_std_cell_area" unit="um^2">116</metric>
  </group>
  <group name="global_route">
    <metric name="grt_usage" unit="">0.0171</metric>
    <metric name="antenna_found_initial" unit="">0</metric>
    <metric name="grt_pass1_vias" unit="">196</metric>
    <metric name="grt_first_pass_wirelength" unit="um">917</metric>
    <metric name="grt_max_degree" unit="">4</metric>
    <metric name="grt_remaining_overflow" unit="">0</metric>
  </group>
  <group name="power_and_ir_drop">
    <metric name="swShare" unit="">0.417</metric>
    <metric name="p_seq_frac" unit="">0.024</metric>
    <metric name="net-switching-power" unit="W">0.0000219</metric>
    <metric name="cellPowerDensity" unit="nW/um^2">149</metric>
    <metric name="comb_power_share" unit="">0.976</metric>
    <metric name="power_frac_clock" unit="">0</metric>
    <metric name="cellLeakagePower" unit="nW">0.150</metric>
    <metric name="peakVddDrop" unit="uV">20.1</metric>
    <metric name="internal-power" unit="W">0.0000305</metric>
  </group>
  <group name="critical_path">
    <metric name="worstPathBufferInverterCount" unit="">2</metric>
    <metric name="worst_ep_required_time" unit="ps">1120</metric>
    <metric name="path_max_fanout" unit="">2</metric>
    <metric name="timing.critical_path.cells" unit="">dlygate4sd2_1 &gt; nor4_4 &gt; nand2_1 &gt; buf_2</metric>
    <metric name="crit_arrival" unit="ps">990</metric>
    <metric name="timing.critical_path.max_delay_family" unit="">buffers and inverters</metric>
    <metric name="critPathKind" unit="">input port to output port</metric>
    <metric name="cp_slowest_cell" unit="">dlygate4sd2_1</metric>
    <metric name="startpoint_type" unit="">input port</metric>
    <metric name="critical_path.max_stage_delay" unit="ps">260</metric>
    <metric name="critical_path.endpoint_type" unit="">output port</metric>
  </group>
  <group name="die">
    <metric name="core_util_floorplan" unit="">0.0341</metric>
    <metric name="floorplan.io_pins" unit="">12</metric>
    <metric name="die_width" unit="um">80</metric>
    <metric name="core-area" unit="um^2">3420</metric>
    <metric name="chipHeight" unit="um">80</metric>
    <metric name="design.die.area" unit="um^2">6400</metric>
    <metric name="placement_rows" unit="">21</metric>
  </group>
  <group name="cells_and_area">
    <metric name="layout_top_cell" unit="">buf_4</metric>
    <metric name="largest_reg_flops" unit="">3</metric>
    <metric name="area_delta_synth_final" unit="%">203</metric>
    <metric name="final_design_area_no_fill" unit="um^2">353</metric>
    <metric name="layout.cells.most_common_list" unit="">7 x buf_4, 4 x inv_1, 4 x clkdlybuf4s15_1</metric>
    <metric name="post_route_cells_drive_above_1_share" unit="">0.333</metric>
  </group>
  <group name="job">
    <metric name="max_cap_violations" unit="">0</metric>
    <metric name="stage_log_warnings" unit="">32</metric>
  </group>
  <group name="placed_design">
    <metric name="total_cell_area_at_the_placement_stage" unit="um^2">347</metric>
    <metric name="placement.setup.worst_slack" unit="ps">-617</metric>
    <metric name="io_buffers" unit="">12</metric>
    <metric name="gp_routability_congestion" unit="">0.617</metric>
  </group>
  <group name="clocking">
    <metric name="postCtsSetupBuffers" unit="">0</metric>
    <metric name="count_of_hold_fix_buffers_inserted_at_cts" unit="">0</metric>
  </group>
  <group name="worst_hold_path">
    <metric name="hold_class" unit="">input port to output port</metric>
  </group>
</metrics>
## Yosys cell counts
cell     instances  area share
dlxtn_1          3        0.39
o31ai_1          1       0.065
nor2_1           2       0.065
nor4_2           1        0.11
nor4_1           1       0.054
a21oi_1          2       0.086
inv_1            4        0.13
o21ai_0          1       0.043
nand2_1          2       0.065
## final timing paths
kind / from / to / slack, ps / cells past startpoint
setup / recovery: w[3] / z / 130 / 4
hold / removal: w[5] / z / 890 / 4
## per-stage QoR
stage | cells | util | power (W)
6_report | 82 | 0.103 | 0.0000524
5_1_grt | 82 | 0.103 | 0.0000578
4_1_cts | 82 | 0.103 | 0.0000510
3_5_place_dp | 82 | 0.101 | 0.0000536
3_3_place_gp | 82 | 0.101 | 0.0000531
2_1_floorplan | 17 | - | 0.00000936
## cells by family after synthesis
| family | count (synthesis) | share of synthesized area |
|---|---|---|
| AND-OR/OR-AND | 4 | 0.194 |
| AND/OR/NAND/NOR | 6 | 0.290 |
| latches | 3 | 0.387 |
| buffers and inverters | 4 | 0.129 |
## area by class of cell
type,count,area (um^2)
fillers,407,3060
inverters,4,15.0
multi-input cells,10,80.1
flip-flops and latches,3,45.0
well taps,46,57.6
repair buffers,19,155
## layer usage
layer / part of all wire / wire length, um / track usage
met5: 0 / 0 / 0
met4: 0 / 0 / 0
met3: 0.15 / 78 / 0.00682
met2: 0.52 / 279 / 0.0337
met1: 0.33 / 176 / 0.0172
## power groups by stage
stage	registers, W	clock network [W]	logic, W
4_1_cts	0.00000127	0	0.0000497
5_1_grt	0.00000126	0	0.0000565
6_report	0.00000127	0	0.0000512
## what timing repair did
item,in CTS,in global routing
gates resized,17,5
pin swaps,3,2
endpoints found under the hold margin,0,0
endpoints found under the setup margin,1,1
Power figures rest on the tool's default switching activity, not on a simulated workload.
