==> flow/design.v <==
module bcd1(ci,y,x,s,co);
input [0:3]y,x;
input ci;
output [3:0]s;
output co;
wire [3:0]z;
adder4 n1(ci,x,y,z,k);
assign co=k|(z[3]&z[1])|(z[3]&z[2]);
wire [3:0]six;
assign six[0]=0;
assign six[1]=co;
assign six[2]=co;
assign six[3]=0;
adder4 n2(ci,z,six,s,m);
endmodule
module adder4(ci,x,y,s,co);
input ci;
input [3:0]x,y;
output [3:0]s;
output co;
wire [3:1]c;
fulladd stage0(ci,x[0],y[0],s[0],c[1]);
fulladd stage1(c[1],x[1],y[1],s[1],c[2]);
fulladd stage2(c[2],x[2],y[2],s[2],c[3]);
fulladd stage3(c[3],x[3],y[3],s[3],co);
endmodule
module fulladd(ci,x,y,s,co);
input ci,x,y;
output s,co;
assign s=x^y^ci;
assign co=(x&y)|(x&ci)|(y&ci);
endmodule
==> flow/run.sh <==
#!/bin/bash
# OpenROAD 26Q1-2900-gdf79404cd8, Yosys 0.63+post, stock flow scripts
make -C /OpenROAD-flow-scripts/flow DESIGN_CONFIG=/design/flow/config.mk WORK_HOME=/design/flow/orfs finish
==> flow/config.mk <==
export PLATFORM = sky130hd
export DESIGN_NAME = bcd1
export DESIGN_NICKNAME = bcd1
export VERILOG_FILES = /design/flow/design.v
export SDC_FILE = /design/flow/constraint.sdc
export NUM_CORES = 4
export LEC_CHECK = 1
export CORE_AREA = 10 10 70 70
export DIE_AREA = 0 0 80 80
==> flow/constraint.sdc <==
current_design bcd1

set clk_period 4.7
set clk_io_pct 0.2

create_clock -name clk0 -period $clk_period

set non_clock_inputs [all_inputs -no_clocks]
set_input_delay [expr $clk_period * $clk_io_pct] -clock clk0 $non_clock_inputs
set_output_delay [expr $clk_period * $clk_io_pct] -clock clk0 [all_outputs]
==> GITHUB_STEP_SUMMARY <==
### Flow metrics

| Metric | Value |
|---|---|
| Internal Pwr Total | `0.0499 mW` |
| Yosys Instances | `24` |
| Worst Tran Pin Value | `between 0.15 and 0.2 ns` |
| Drt total wl | `approximately 640 um` |
| Pwr Density | `~180 mW/mm2` |
| Max-cap viol count | `0` |
| Syn Std Cell Area | `roughly 210 um2` |
| Comb pwr share | `1.000` |
| Sequential-to-total area share from yosys stat | `0` |
| Cell with the most instances after synthesis | `inv_1` |
| Share of cells above drive strength 1 | `0.415` |
| GRT Residual Overflow | `0` |
| GRT Util Overall | `0.0221` |
| Placed Cells | `between 80 and 90` |
| Vias | `around 190` |
| Post-synth area hogs | `fa_1, buf_4, inv_1` |
| Crit Path Category | `primary input to primary output` |
| Crit start category | `primary input` |
| Finished Cell Area | `~440 um2` |
| YS chip area | `211 um2` |
| RSZ-0062 raised after global routing | `no` |
| Hold/Removal Path Class | `primary input to primary output` |
| Max-area cell share | `0.473` |
| Post-layout period usage | `0.970` |
| Clock period minus final worst setup slack | `roughly 4.6 ns` |
| Setup crit end kind | `primary output` |
| Yosys warning tally | `2` |
| Commonest cells post-synth | `inv_1, fa_1, buf_4` |
| Fp_density | `0.0619` |
| Pre-CTS setup slack | `-0.561 ns` |
| Global-route wire length before repair | `between 1000 and 1500 um` |
| Ant diodes | `0` |
| Arrival time worst endpoint | `3.62 ns` |
| Unique cell types | `11` |
| Final Hold Viols | `0` |
| Layout clock buffer count | `0` |
| Die height | `around 80 um` |
| Final Worst Setup Slack | `~0.14 ns` |
| Largest net degree at the start of global routing | `3` |
| Row count | `21` |
| First DRT Iteration DRCs | `0` |
| Final instance count without filler cells | `87` |
| Antenna Violating Nets Remaining | `0` |
| Slew Viols, Final | `0` |
| Sw Ratio | `0.361` |
| 1st-pass router iterations | `1` |
| Wire per inst | `about 7.4 um` |
| Hold Slack | `2.66 ns` |
| Core area | `between 0.003 and 0.004 mm2` |
| Number of vias per cell | `about 2.2` |
| Hold buffers post-CTS | `0` |
| Flop count | `0` |
| Num ports | `14` |
| Worst VDD drop | `around 33 uV` |
| Setup total negative slack | `0 ns` |
| FMAX | `0.219 GHz` |
| Post-DP HPWL | `between 500 and 600 um` |
| Clock share of power | `0` |
| Area leader, netlist | `fa_1` |
| Dpl cell area | `417 um2` |
| Synth-to-layout area growth | `107%` |
| P_sw | `approximately 0.028 mW` |
| Vias in the first global route | `219` |
| Residual DRC count | `0` |
| Synth Instances | `24` |
| Leak pwr | `roughly 0.19 nW` |
| Worst EP required | `approximately 3.8 ns` |
| Status | `finished clean` |
| Reg area | `0 um2` |
| Die x size | `around 80 um` |
| Final setup viols | `0` |
| Port Buffers | `14` |
| Final Wtd Congestion | `a little over 0.8` |
| Worst rel slew slack | `0.882` |
| Log Warnings | `32` |
| Die area | `approximately 0.0064 mm2` |
| Seq pwr share | `0` |
| Mean Syn Cell Area | `around 9 um2` |
| Crit-path max FO | `2` |
| Initial antenna violation count | `0` |
[final timing paths]
kind,cells past startpoint,endpoint,startpoint
setup / recovery,11,s[2],x[2]
hold / removal,5,s[1],ci
[stage by stage]
step	util	total power, mW
2_1_floorplan	-	0.0462
3_3_place_gp	0.122	0.0830
3_5_place_dp	0.122	0.0843
4_1_cts	0.126	0.0783
5_1_grt	0.128	0.0895
6_report	0.128	0.0782
[critical path: stages]
cell,delay [ns]
clkdlybuf4s50_1,0.45
inv_1,0.05
fa_2,0.34
fa_2,0.36
inv_2,0.06
fa_1,0.43
a21oi_2,0.21
fa_2,0.24
fa_1,0.41
inv_1,0.06
buf_2,0.09
[power by group through the flow]
stage | sequential, mW | clock (mW) | combinational, mW
CTS | 0 | 0 | 0.0783
finish | 0 | 0 | 0.0782
global route | 0 | 0 | 0.0895
[per-layer routing]
layer | track usage | vias to the layer above | part of all wire
li1 | - | 100 | -
met3 | 0.0182 | 0 | 0.22
met2 | 0.0257 | 13 | 0.26
met1 | 0.0315 | 81 | 0.52
met5 | 0 | - | 0
met4 | 0 | 0 | 0
[cells by family (layout without fill, tap and decap cells)]
family / count (synthesis) / count (layout) / synth area share
AND/OR/NAND/NOR: 3 / 3 / 0.0651
XOR/XNOR: 1 / 1 / 0.0414
buffers and inverters: 11 / 28 / 0.266
adder cells (fa/ha/maj): 6 / 6 / 0.533
AND-OR/OR-AND: 3 / 3 / 0.0947
[cell usage in the layout (no fill, tap or decap), drive strengths merged]
cell type	instances
inv	7
nand2	1
o21a	1
xnor2	1
nand2b	1
a21oi	1
nor2	1
clkdlybuf4s15	1
fa	5
clkdlybuf4s50	7
dlygate4sd2	4
a21o	1
ha	1
buf	9
[layout make-up]
type,count,area [um2]
Tap cell,46,57.6
Multi-Input combinational cell,13,176
Fill cell,397,2980
Timing Repair Buffer,21,178
Inverter,7,26.3
[timing repair]
action,4_1_cts,5_1_grt
pin swaps,7,5
setup endpoints to repair,3,2
setup buffers,1,1
gates resized,20,1
gates cloned,0,0
No activity file was given, so power comes from the tool's default toggle rates.
