===== flow/run.sh =====
#!/bin/bash
# OpenROAD 26Q1-2900-gdf79404cd8, Yosys 0.63+post, stock flow scripts
make -C /OpenROAD-flow-scripts/flow DESIGN_CONFIG=/design/flow/config.mk WORK_HOME=/design/flow/orfs finish

===== flow/config.mk =====
export PLATFORM = sky130hd
export DESIGN_NAME = dec4to16_2
export DESIGN_NICKNAME = dec4to16_2
export VERILOG_FILES = /design/flow/design.v
export SDC_FILE = /design/flow/constraint.sdc
export NUM_CORES = 4
export LEC_CHECK = 1
export CORE_AREA = 10 10 70 70
export DIE_AREA = 0 0 80 80

===== flow/constraint.sdc =====
current_design dec4to16_2

set clk_period 1.7
set clk_io_pct 0.2

create_clock -name clk0 -period $clk_period

set non_clock_inputs [all_inputs -no_clocks]
set_input_delay [expr $clk_period * $clk_io_pct] -clock clk0 $non_clock_inputs
set_output_delay [expr $clk_period * $clk_io_pct] -clock clk0 [all_outputs]

===== flow/design.v =====
module dec4to16_2(w,y,e);
input[3:0]w;
input e;
output [15:0]y;
wire [3:0]m;
dec2to4 stage0(w[3:2],m[3:0],e);
dec2to4 stage1(w[1:0],y[3:0],m[0]);
dec2to4 stage2(w[1:0],y[7:4],m[1]);
dec2to4 stage3(w[1:0],y[11:8],m[2]);
dec2to4 stage4(w[1:0],y[15:12],m[3]);
endmodule
module dec2to4(w,y,e);
input[1:0]w;
input e;
output [3:0]y;
reg[3:0]y;
integer k;
always @(w or e)
for(k=0;k<=3;k=k+1)
if((w==k)&&(e==1))
	y[k]=1;
else
	y[k]=0;
endmodule

==> Changelog: implementation <==
## Implementation

* WL/cell at 9.22 um
* # IOs at 21
* Hold depth at 4
* Worst hold path class: input port to output pin
* Crit Path Max Fanout at 4
* WHS Endpoint: y[1]
* Row Count at 21
* Core Util at FP at 0.0344
* Seq share, synth at 0
* Multiplexer area fraction after synthesis at 0
* Post-Syn Area per Cell at 5.11 um2
* Setup CP Type: input port to output pin
* Met1 GRT Util at 0.0264
* # port buffers at 21
* # setup viols final at 0
* CTS Hold Buffers Added at 0
* P_int at about 33 uW
* Crit path capture type: output pin
* Ant diodes at 0
* Setup repair after global routing missed its margin: false
* Largest net degree at the start of global routing at 5
* Die Width at about 80 um
* Grt met3 use at 0.0102
* GPL Wtd Cong at between 0.7 and 0.8
* DR iter-0 viols at 10
* Die Ht at around 80 um
* Top logic family: simple AND/OR/NAND/NOR gates
* Cell area after synthesis at between 100 and 150 um2
* Clk pwr share at 0
* Post-synth top cells: nor2_1, nor3_1, nand2b_1, nand3b_1
* First-pass GRT wire length at 1.20 mm
* Netlist cell types at 8
* Ratio of cells with drive above 1 in the final layout at 0.509
* Clock Buffer Count at 0
* F_max at between 600 and 700 MHz
* Met2 Use GR at 0.0409
* Top cells, area: nor2_1, nor3_1, nand3b_1
* Mapped Cells at 23
* Overall power at approximately 61 uW
* Post-DRT Antenna Nets at 0
* Layout Utilization at 0.136
* P_sw at about 28 uW
* Vias per cell at 2.74
* Worst slew margin at 0.878
* Slew @ Worst Pin at 0.182 ns
* Antenna violations before repair at 0
* Core ar. at about 3400 um2
* Top cell type by total area after synthesis: nor2_1
* Max-slew violations at 0
* Syn-to-layout area delta at 295%
* Count leader, synth: nor2_1
* Log Warnings at 33
* Final hold vios at 0
* Die area at 6400 um2
* Final Critical Period at around 1.7 ns
* Adder-Cell Fraction of Synth Area at 0
* VDD IR max at 20.2 uV
* Seq cells at 0
* GRT busiest layer: met2
* Flip-flop and latch area at 0 um2
* Yosys stat chip area at ~120 um2
* GR Overflow Total at 0
* Dominant cell area share at 0.383
* Final period utilization at 0.971
* Xor+xnor area frac at 0
* Gr usage total at 0.0231
* Synthesis Warnings at 1
* Yosys simple share at 1.00
* Vias in the first global route at roughly 230
* Seq pwr share at 0
* Via Count at 271
* DRT Wirelength at ~910 um
* Leak at 0.000215 uW
* Logic pwr share at 1.000
* Critical Path AT at ~1.3 ns
* Total of max-cap violations at 0
* Outcome: complete, no violations
* DP Wirelength at roughly 740 um
* Remaining DRCs at 0
* Yosys cell count at 23
* Hold slack at 1.04 ns
* Worst EP required at 1.36 ns
* CP Launch Type: input port
* Hold path startpoint: w[0]
* Post-synthesis compound-gate area fraction at 0
* PD cells at ~130 nW/um2
* Switching share of power at 0.452
* Router iterations before antenna repair at 4
-- cells by family after synthesis --
group            Yosys count
and+or+nand+nor           23
-- metal layers --
metal | vias to the layer above | part of all wire
met5 | - | 0
met4 | 0 | 0
met3 | 0 | 0.18
met2 | 14 | 0.45
met1 | 117 | 0.36
li1 | 140 | -
-- worst max-delay path, stage by stage --
cell             delay, ns
clkdlybuf4s15_1       0.19
buf_6                 0.11
nand3_4               0.08
nor3_2                0.11
clkdlybuf4s50_1       0.48
-- what timing repair did --
item / 4_1_cts / 5_1_grt
buffers inserted: 5 / 1
endpoints found under the hold margin: 0 / 0
pin swaps: 10 / 1
resized: 34 / 14
endpoints found under the setup margin: 16 / 7
cloned: 0 / 0
-- cell usage in the layout (no fill, tap or decap) --
cell type	synthesis	routed
nor2_1	12	9
dlygate4sd2_1	0	9
buf_4	0	7
nor3_2	1	4
buf_2	0	4
nor2_2	0	3
clkbuf_2	0	3
clkdlybuf4s50_1	0	3
nand2b_4	0	2
nand3b_1	2	2
clkdlybuf4s15_1	0	2
buf_6	0	2
nand2_1	1	1
or3b_4	1	1
nand3_4	0	1
-- power by group through the flow --
stage | logic, uW | clock network, uW | registers, uW
after CTS | 56.8 | 0 | 0
final | 61.1 | 0 | 0
after global routing | 66.2 | 0 | 0
-- how the worst max path moves through the flow --
stage                 cells past startpoint  startpoint  endpoint  slack, ns
after global routing                      6           e      y[4]      0.006
final                                     5           e     y[12]       0.05
after CTS                                 4        w[0]     y[12]      -0.05
-- layout make-up --
type,instances,area [um2]
tap,46,57.6
timing repair buffer,30,239
multi-input combinational,23,168
fill,402,2950
-- per-stage QoR --
step,instances,setup WS [ns],TNS [ns],cell area [um2]
4_1_cts,98,-0.0488,-0.0863,453
2_1_floorplan,23,0.554,0,118
6_report,99,0.0497,0,464
3_5_place_dp,93,-0.479,-6.26,408
3_3_place_gp,93,-0.481,-6.14,408
5_1_grt,99,0.00647,0,464
Power figures rest on the tool's default switching activity, not on a simulated workload.
